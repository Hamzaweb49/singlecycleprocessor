`flow/config.mk`:
```
export PLATFORM = sky130hd
export DESIGN_NAME = UpdatePC
export DESIGN_NICKNAME = UpdatePC
export VERILOG_FILES = /design/flow/design.v
export SDC_FILE = /design/flow/constraint.sdc
export NUM_CORES = 4
export LEC_CHECK = 1
export CORE_UTILIZATION = 30
```
`flow/constraint.sdc`:
```
current_design UpdatePC

set clk_period 14.1
set clk_io_pct 0.2

create_clock -name clk0 -period $clk_period [get_ports {clk}]

set non_clock_inputs [all_inputs -no_clocks]
set_input_delay [expr $clk_period * $clk_io_pct] -clock clk0 $non_clock_inputs
set_output_delay [expr $clk_period * $clk_io_pct] -clock clk0 [all_outputs]
```
`flow/design.v`:
```
module UpdatePC(
    input logic br_taken,
    input logic [31:0] alu_result,
    input logic clk,
    input logic [31:0] pc,
    output logic [31:0] nextpc
);
always_ff @(posedge clk) begin
    if (br_taken) begin  
        nextpc= pc + alu_result;  
    end else begin
        nextpc = pc + 1;  
    end
end
endmodule
```
`flow/run.sh`:
```
#!/bin/bash
# OpenROAD 26Q1-2900-gdf79404cd8, Yosys 0.63+post, stock flow scripts
make -C /OpenROAD-flow-scripts/flow DESIGN_CONFIG=/design/flow/config.mk WORK_HOME=/design/flow/orfs finish
```
==> changes_impl.md <==
### Changed

* Initial antenna violation count at 0
* Crit. End Element: flop
* Tool warnings at 25
* Core area at between 0.008 and 0.009 mm2
* Outcome: finished, final reports clean
* Critical-path top delay cell: clkdlybuf4s50_1
* Met1 usage at 0.2486
* WP data required at 14280 ps
* EDFF count, synth at 0
* Slew Limit Fails at 0
* Post-CTS Resized at 0
* Post-DP HPWL at approximately 5800 um
* # IOs at 98
* Via Count at 2668
* Die Y at 97.99 um
* Worst hold slack at around 3200 ps
* GPL Wtd Cong at 0.8921
* DR iter-0 viols at between 100 and 150
* Arrival time worst endpoint at 5660 ps
* FP Util at 0.3139
* Worst Path Max Fanout at 32
* Number of flip-flops in the largest register at 32
* FF+latch count, synth at 32
* DRC viols at 0
* Clock root buffer: clkbuf_8
* Met2 Resource Use GR at 0.2319
* Mean post-synth cell area at 8.504 um2
* Clock Sinks at 32
* Crit-path leading delay family: AND-OR/OR-AND gates
* Vias in the first global route at ~2600
* Number of routed nets with antenna violations at 0
* # Cells Yosys at 325
* Total Wirelength at between 7000 and 8000 um
* Met3 usage in global routing at 0.03924
* Period utilization at 0.3890
* HP Class: in2reg
* Routed vias/inst at 5.034
* Peak supply drop at 0.00003738 V
* Mapped Cells at 325
* Post-layout min period at between 5000 and 6000 ps
* Die area at 0.009601 mm2
* Setup TNS at 0 ps
* Synthesized area at around 0.0028 mm2
* Clock buffer depth at 2
* Ratio of cells with drive above 1 in the final layout at 0.06635
* Syn. warnings at 1
* Overall power at roughly 0.32 mW
* Htree depth at 2
* RSZ-0062 raised after global routing: no
* Worst Setup EP: nextpc[30]
* Final Util at 0.4443
* Most Used Layer, Global Route: met1
* Unique cell types at a little under 60
* CTS tree: built
* Total gr overflow at 0
* GRT Util Overall at 0.1588
* Pwr/cell area at between 80 and 90 mW/mm2
* Logic pwr share at 0.426
* Share of the yosys chip area belonging to registers at 0.2318
* Dominant Register Cell: dfxtp_1
* Pleak at 1.675 nW
* PortBufs at 97
* Reg power frac at 0.357
* Width of the die at 97.99 um
* Synthesis-to-finish area growth at 41.56%
* Maximum operating frequency at 182.3 MHz
* Async SR Flop Fraction at 0
* Stages on the worst setup path at 11
* Clock power frac at 0.217
* Pre-CTS setup slack at 8295 ps
* # diodes at 0
* Worst setup path start: br_taken
* P_int at 0.2234 mW
* CP Buf/Inv Count at 2
* CP peak stage delay at 450 ps
* # Post-CTS Setup Buffers at 0
* Slew headroom at 0.6709
* Nature of the critical path startpoint: input pin
* Drt pass-1 iters at 24
* Row cnt at 34
* Slew @ Worst Pin at a little under 500 ps
* YS chip area at between 0.002 and 0.003 mm2
* Switching power at 0.09475 mW
* Drt wl/cell at 13.68 um
* Worst setup slack after layout at between 8000 and 9000 ps
* CTS Hold Buffers Added at 0
* Total CTS buffers at 5
* CP Cell Sequence: clkdlybuf4s50_1, buf_4, nand2b_1, ha_1, fa_1, a211oi_2, o21ai_2, a31oi_4, o211ai_4, a41o_1, xor2_1
* Net Sw Frac at 0.2978
* Largest net degree at the start of global routing at 33
* Kind of critical path: in2reg
* Final setup fails at 0
* Clock transition at the registers of the reported paths at 70 ps
* First-pass GRT wire length at 12330 um
* Final Hold Viols at 0
* Max capacitance violation total at 0
[cell usage after synthesis (3+ instances only)]
cell type,n,area share
and2_1,32,0.072
dfxtp_1,32,0.23
ha_1,31,0.14
a21oi_1,29,0.053
nand2_1,20,0.027
nor2_1,19,0.026
xnor2_1,15,0.048
o21ai_0,14,0.025
a21o_1,12,0.033
inv_1,10,0.014
xor2_1,9,0.029
o211ai_1,8,0.022
and3_1,7,0.016
nand3_1,6,0.011
a211oi_1,4,0.011
buf_2,4,0.0072
nand2b_1,4,0.0091
o21bai_1,4,0.011
a31oi_1,3,0.0068
clkbuf_1,3,0.0041
mux2i_1,3,0.011
nand4_1,3,0.0068
nor2b_1,3,0.0068
o21ai_2,3,0.0095
[per-stage QoR]
stage,std cells,cell area [um2]
2_1_floorplan,325,2764
3_3_place_gp,523,3835
3_5_place_dp,523,3835
4_1_cts,530,3913
5_1_grt,530,3913
6_report,530,3913
[final cells by class]
cell class / count / area [um2]
clock inverter: 1 / 5.005
multi-input combinational: 275 / 2043
timing repair buffer: 98 / 978.4
clock buffer: 6 / 72.57
inverter: 10 / 37.54
tap: 108 / 135.1
sequential: 32 / 640.6
fill: 851 / 4893
[layout by cell type (no fill, tap or decap), drive strengths merged, types with 4 or more instances in the layout]
cell type / n
and3: 7
o211ai: 9
a21oi: 31
nand3: 6
a21o: 14
a211oi: 6
a31oi: 5
nand2: 20
xor2: 9
nor2: 19
ha: 31
clkbuf: 6
and2: 33
inv: 10
clkdlybuf4s50: 97
o21ai: 19
o21a: 4
dfxtp: 32
o21bai: 4
nand2b: 4
xnor2: 15
[logic make-up (layout without fill, tap and decap cells)]
family / after synthesis / after routing / synth area share
AND-OR/OR-AND: 109 / 109 / 0.2956
AND/OR/NAND/NOR: 107 / 107 / 0.2091
adder cells (fa/ha/maj): 32 / 32 / 0.1476
flip-flops: 32 / 32 / 0.2318
XOR/XNOR: 24 / 24 / 0.07606
buffers and inverters: 18 / 115 / 0.02897
multiplexers: 3 / 3 / 0.01087
[worst min path at each step]
stage	from	endpoint	slack [ps]	depth (start not counted)
4_1_cts	pc[0]	nextpc[0]	3160	2
6_report	pc[0]	nextpc[0]	3160	2
5_1_grt	pc[0]	nextpc[0]	3150	2
[power groups by stage]
stage     clock, mW  sequential, mW  combinational (mW)
4_1_cts      0.0726           0.114               0.137
5_1_grt      0.0775           0.116               0.151
6_report     0.0690           0.114               0.136
[routing by layer]
metal	wire length (um)	share of wire	vias up
li1	-	-	1389
met1	3656	0.50	1178
met2	2974	0.41	96
met3	575	0.079	5
met4	44	0.0061	0
met5	0	0	-
No activity file was given, so power comes from the tool's default toggle rates.
